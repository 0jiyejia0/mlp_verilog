File: flow/config.mk
export PLATFORM = sky130hd
export DESIGN_NAME = argmax
export DESIGN_NICKNAME = argmax
export VERILOG_FILES = /design/flow/design.v
export SDC_FILE = /design/flow/constraint.sdc
export NUM_CORES = 4
export LEC_CHECK = 1
export CORE_UTILIZATION = 50
export SYNTH_HDL_FRONTEND = slang
File: flow/constraint.sdc
current_design argmax

set clk_period 6.3
set clk_io_pct 0.2

create_clock -name clk0 -period $clk_period [get_ports {clk}]

set non_clock_inputs [all_inputs -no_clocks]
set_input_delay [expr $clk_period * $clk_io_pct] -clock clk0 $non_clock_inputs
set_output_delay [expr $clk_period * $clk_io_pct] -clock clk0 [all_outputs]
File: flow/design.v
module argmax (
    input  wire clk,
    input  wire rst,
    input  wire start,
    input  wire signed [15:0] z2 [0:9],   
    output reg [3:0] max_index,            
    output reg done
);
    integer i;
    reg signed [15:0] current_max;
    reg [3:0] current_index;
    reg [2:0] state;
    localparam IDLE = 0, FIND_MAX = 1, DONE_STATE = 2;
    always @(posedge clk or posedge rst) begin
        if (rst) begin
            state <= IDLE;
            done <= 0;
            max_index <= 0;
            current_max <= 0;
            current_index <= 0;
        end else begin
            case (state)
                IDLE: begin
                    done <= 0;
                    if (start) begin
                        current_max <= z2[0];
                        current_index <= 0;
                        i <= 1;
                        state <= FIND_MAX;
                    end
                end
                FIND_MAX: begin
                    if (i < 10) begin
                        if (z2[i] > current_max) begin
                            current_max <= z2[i];
                            current_index <= i;
                        end
                        i <= i + 1;
                    end else begin
                        max_index <= current_index;
                        state <= DONE_STATE;
                    end
                end
                DONE_STATE: begin
                    done <= 1;
                    state <= IDLE;
                end
                default: state <= IDLE;
            endcase
        end
    end
endmodule
File: flow/run.sh
#!/bin/bash
# OpenROAD 26Q1-2900-gdf79404cd8, Yosys 0.63+post, stock flow scripts
make -C /OpenROAD-flow-scripts/flow DESIGN_CONFIG=/design/flow/config.mk WORK_HOME=/design/flow/orfs finish
==> metrics.json <==
{
  "clock_network": {
    "cts_tree": "built",
    "hold_buffers": 0,
    "number_of_cells_upsized_or_downsized_after_cts": 0,
    "cts.repair_timing.setup_buffer_count": 0,
    "tritoncts.num_buffers": 9,
    "numClockSinks": 60,
    "clock_path_buffers": 2,
    "cts.reportedPaths.clkPinSlew_ns": 0.08,
    "clock_latency_ns": 0.34,
    "cts.root.buffer_cell": "sky130_fd_sc_hd__clkbuf_8",
    "cts_htree_levels": 3
  },
  "logic_synthesis": {
    "synth_top_flop_cell": "sky130_fd_sc_hd__edfxtp_1",
    "ys_sh_aoi_pct": 16.18,
    "ys_sh_xor_pct": 5.173,
    "yosysUniqueCellTypes": 52,
    "yosysSeqAreaShare_pct": 35.08,
    "number_of_flops_mapped_to_enable_cells_by_yosys": 32,
    "post_synth.cell_area_avg_um2": 10.65,
    "synth_stat.cells": 445,
    "area_of_the_mapped_netlist_um2": 4741,
    "synthesis.yosys.warnings": 0,
    "main_logic_family_after_synthesis": "multiplexers",
    "async_reset_ff_share_pct": 46.67,
    "synth.yosys.chip_area_um2": 4741,
    "synth.area.mux_share_pct": 19.00,
    "syn-instance-count": 445,
    "post_synth_and_or_nand_nor_area_fraction_pct": 15.20,
    "yosys_register_bits": 60,
    "ys_sh_adder_pct": 4.487
  },
  "timing": {
    "hold_viol_final": 0,
    "worst_slew_margin_rel_pct": 44.82,
    "setup_violations": 0,
    "period_needed_ns": 4.664,
    "grt_setup_unrepaired": "false",
    "post-route-worst-setup-slack_ns": 1.636,
    "clock.fmax_ghz": 0.2144,
    "slew_viol_final": 0,
    "finClkSkew_ns": 0.01221,
    "actual_slew_at_the_worst_max_slew_pin_ns": 0.8046,
    "final.period_utilization_pct": 74.03,
    "fin_tns_setup_ns": 0
  },
  "detailed_routing": {
    "routed-via-count": 4133,
    "detail_route.drc_violations": 0,
    "antenna-diode-count": 0,
    "firstDrtPassIters": 4,
    "antenna_left": 0,
    "drt-total-wl_um": 12600,
    "via_per_inst": 5.716,
    "wire_per_inst_um": 17.42,
    "drt_iter0_markers": 137
  },
  "global_routing": {
    "grtUsageTotal_pct": 27.02,
    "first_pass_grt_wire_length_um": 19890,
    "grt_antenna_before_repair": 0,
    "vias_in_the_first_global_route": 4123,
    "grt.overflow.total": 0,
    "largest_net_degree_at_the_start_of_global_routing": 54
  },
  "floorplanning": {
    "io-pin-count": 168,
    "chip_area_um2": 9875,
    "floorplan.rows": 35,
    "die-height_um": 99.38,
    "core_area_um2": 9196,
    "fp_util_pct": 51.55,
    "horiz_die_dim_um": 99.38
  },
  "worst_hold_path": {
    "min_path_type": "flip-flop to flip-flop"
  },
  "power": {
    "swShare_pct": 38.62,
    "pwr-share-comb_pct": 51.4,
    "p_clk_share_pct": 16.4,
    "reported_leakage_power_nw": 2.595,
    "p_int_w": 0.001242,
    "largest_vdd_supply_drop_mv": 0.1738,
    "sequentialPowerShare_pct": 32.2,
    "net-switching-power_w": 0.0007813,
    "power.density_cell_area_nw_per_um2": 302.6
  },
  "worst_setup_path": {
    "worstSetupEndpoint": "current_index[0]$_DFFE_PP0P_",
    "worstReg2RegEnd": "current_index[0]$_DFFE_PP0P_",
    "critical_path_arrival_ns": 4.90,
    "crit_type": "primary input to flip-flop",
    "worst_setup_path_startpoint": "z2[87]",
    "worstRegToRegCells": 12,
    "setup.worst_path.start_class": "primary input",
    "critPathRequiredTime_ns": 6.53,
    "crit-reg2reg-launch": "i[1]$_SDFFCE_PN0P_",
    "worstSetupEndpointType": "flip-flop",
    "setup.reg_to_reg.worst_slack_ns": 1.85,
    "worstPathMaxFanout": 9
  },
  "flow_run": {
    "tool_warnings": 26,
    "timing.max_cap.violations": 0
  },
  "outcome": {
    "run_status": "finished, final reports clean"
  },
  "layout": {
    "ff_latch_area_um2": 1663,
    "area_delta_synth_final_pct": 41.04,
    "share_of_layout_cells_above_drive_strength_1_pct": 11.60,
    "multiInputGateArea_um2": 2849,
    "fillCellCount": 652
  },
  "placed_design": {
    "dp.final_hpwl_um": 9698,
    "io_buffer_count": 167,
    "globalplace.congestion": 0.8913,
    "preCtsSetupSlack_ns": 1.326
  }
}
-- power by group through the flow --
stage         logic (W)  registers [W]  clock network, W
CTS             0.00104       0.000651          0.000337
global route    0.00115       0.000668          0.000355
finish          0.00104       0.000652          0.000331
-- per-layer routing --
metal | wire length, um | part of all wire (%) | global-route usage, % | up-vias
met5 | 0 | 0 | 0 | -
met2 | 6225 | 49 | 43.00 | 139
met4 | 39 | 0.31 | 2.376 | 0
met3 | 816 | 6.5 | 6.290 | 4
met1 | 5513 | 44 | 42.07 | 1958
li1 | - | - | - | 2032
-- final cells by class --
cell class,instances,share of cell area (%)
clock buffers,10,2.227
clock inverters,6,0.6737
inverters,24,1.347
multi-input cells,336,42.61
flip-flops and latches,60,24.87
well taps,111,2.077
repair buffers,176,26.20
-- logic make-up after synthesis --
logic type      count (synthesis)
compound gates                105
mux                            50
xor+xnor                       28
fa+ha+maj                      17
buf+inv                        49
flops                          60
simple gates                  136
-- through the flow --
stage	total power [W]	utilization [%]	instances	hold slack, ns	cell area, um2
2_1_floorplan	0.001386	-	445	0.4193	4741
3_3_place_gp	0.001676	70.60	707	0.4332	6492
3_5_place_dp	0.001694	70.60	707	0.4459	6492
4_1_cts	0.002030	72.71	723	0.4656	6686
5_1_grt	0.002178	72.71	723	0.4949	6686
6_report	0.002023	72.71	723	0.4608	6686
-- critical path, cell delays in order --
cell                              delay (ns)
sky130_fd_sc_hd__clkdlybuf4s50_1        0.41
sky130_fd_sc_hd__mux4_2                 0.46
sky130_fd_sc_hd__a22oi_1                0.20
sky130_fd_sc_hd__o21ai_0                0.16
sky130_fd_sc_hd__ha_1                   0.38
sky130_fd_sc_hd__nand4_2                0.16
sky130_fd_sc_hd__nor4_4                 0.37
sky130_fd_sc_hd__a211oi_2               0.15
sky130_fd_sc_hd__nand2_1                0.10
sky130_fd_sc_hd__mux2i_1                0.69
sky130_fd_sc_hd__nor2_1                 0.23
sky130_fd_sc_hd__a32o_1                 0.32
-- cells in the final DEF, fill, tap and decap left out, drive strengths merged, types with 17 or more instances in the layout --
| master | synthesis | layout |
|---|---|---|
| edfxtp | 32 | 32 |
| inv | 24 | 25 |
| a21oi | 20 | 20 |
| nor2 | 35 | 35 |
| clkdlybuf4s50 | 0 | 167 |
| o21ai | 21 | 21 |
| dfrtp | 27 | 27 |
| mux2i | 18 | 18 |
| xnor2 | 19 | 19 |
| ha | 17 | 17 |
| nand2 | 34 | 34 |
| mux4 | 32 | 32 |
-- cells in the mapped netlist (2+ instances only) --
cell | instances | area [um2]
sky130_fd_sc_hd__nor4_1 | 7 | 43.79
sky130_fd_sc_hd__and2_1 | 15 | 93.84
sky130_fd_sc_hd__nand4_2 | 3 | 37.54
sky130_fd_sc_hd__nor2_1 | 35 | 131.4
sky130_fd_sc_hd__dfrtp_1 | 27 | 675.7
sky130_fd_sc_hd__buf_2 | 5 | 25.02
sky130_fd_sc_hd__a21oi_1 | 20 | 100.1
sky130_fd_sc_hd__nor3_1 | 4 | 20.02
sky130_fd_sc_hd__and4_1 | 2 | 17.52
sky130_fd_sc_hd__o21a_1 | 9 | 67.56
sky130_fd_sc_hd__clkbuf_1 | 12 | 45.04
sky130_fd_sc_hd__edfxtp_1 | 32 | 960.9
sky130_fd_sc_hd__and3_1 | 5 | 31.28
sky130_fd_sc_hd__a2bb2oi_1 | 15 | 131.4
sky130_fd_sc_hd__buf_6 | 4 | 45.04
sky130_fd_sc_hd__nand2_1 | 32 | 120.1
sky130_fd_sc_hd__xnor2_1 | 19 | 166.4
sky130_fd_sc_hd__nand2b_1 | 2 | 12.51
sky130_fd_sc_hd__nand3_1 | 15 | 75.07
sky130_fd_sc_hd__or3_1 | 2 | 12.51
sky130_fd_sc_hd__a22oi_1 | 16 | 120.1
sky130_fd_sc_hd__buf_4 | 3 | 22.52
sky130_fd_sc_hd__o32a_1 | 8 | 80.08
sky130_fd_sc_hd__a32o_1 | 4 | 40.04
sky130_fd_sc_hd__ha_1 | 17 | 212.7
sky130_fd_sc_hd__a21o_1 | 3 | 22.52
sky130_fd_sc_hd__xor2_1 | 9 | 78.83
sky130_fd_sc_hd__mux4_2 | 32 | 720.7
sky130_fd_sc_hd__mux2i_1 | 18 | 180.2
sky130_fd_sc_hd__nand4_1 | 8 | 50.05
sky130_fd_sc_hd__o21ai_0 | 18 | 90.09
sky130_fd_sc_hd__inv_1 | 24 | 90.09
-- worst min-delay path by stage --
| stage | depth (start not counted) | slack, ns | from | to |
|---|---|---|---|---|
| after CTS | 1 | 0.47 | state[1]$_DFF_PP0_ | done$_DFFE_PP0P_ |
| after global routing | 1 | 0.49 | state[1]$_DFF_PP0_ | done$_DFFE_PP0P_ |
| final | 1 | 0.46 | state[1]$_DFF_PP0_ | done$_DFFE_PP0P_ |
-- sequential cells by signal (all words and copies together), names as in the netlist --
name / count
i: 32
current_max: 16
current_index: 4
max_index: 4
state: 3
done: 1
No activity file was given, so power comes from the tool's default toggle rates.
